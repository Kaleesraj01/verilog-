### ./design.v
module ripple_carry_adder(input [3:0] a, b, input cin,
    output reg [3:0] sum,output reg cout);
integer i;
reg [4:0] c;
always @(*) begin
    c[0] = cin;
    for (i = 0; i < 4; i = i + 1) begin
    sum[i] = a[i] ^ b[i] ^ c[i];
    c[i+1] = (a[i] & b[i]) | (b[i] & c[i]) | (a[i] & c[i]);
    end
    cout = c[4];
end
endmodule
### ./run.sh
#!/bin/bash
# OpenROAD 26Q1-2900-gdf79404cd8, Yosys 0.63+post, stock flow scripts
make -C /OpenROAD-flow-scripts/flow DESIGN_CONFIG=/design/flow/config.mk WORK_HOME=/design/flow/orfs finish
### ./config.mk
export PLATFORM = sky130hd
export DESIGN_NAME = ripple_carry_adder
export DESIGN_NICKNAME = ripple_carry_adder
export VERILOG_FILES = /design/flow/design.v
export SDC_FILE = /design/flow/constraint.sdc
export NUM_CORES = 4
export LEC_CHECK = 1
export CORE_AREA = 10 10 70 70
export DIE_AREA = 0 0 80 80
### ./constraint.sdc
current_design ripple_carry_adder

set clk_period 3.8
set clk_io_pct 0.2

create_clock -name clk0 -period $clk_period

set non_clock_inputs [all_inputs -no_clocks]
set_input_delay [expr $clk_period * $clk_io_pct] -clock clk0 $non_clock_inputs
set_output_delay [expr $clk_period * $clk_io_pct] -clock clk0 [all_outputs]
==> out/results.ini <==
[status]
outcome = finished clean

[finish]
num-clock-buffers = 0
flop-count = 0
regArea_um2 = 0
layout.cells.non_filler = 74
syn2layout_area_growth_pct = 180
utilization_pct = 9.63
final_area_um2 = 329
drive_gt1_share_pct = 25.0
final-comb-area_um2 = 90.1
fill_cells = 402

[routing]
num_vias = 127
dr.pass1.iters = 1
ant_nets = 0
first_iter_violations = 0
n_antenna_cell = 0
drc = 0
drt_wl_total_um = 453
routedWlPerCell_um = 6.12
vias_per_cell = 1.72

[placement]
dp_hpwl_um = 435
postPlaceCellArea_um2 = 315
port_buffers = 14
placedCellCount = 74
gp_congestion = 0.769
dp_slack_ns = -0.207

[job]
warning_count = 32
cap_violations = 0

[grt]
grt_pass1_wl_um = 765
gr-total-overflow = 0
top_usage_layer = met1
use_met1_pct = 2.34
grt_use_met2_pct = 2.01
first_global_vias = 142
met3_usage_pct = 0.455
grt_max_degree = 2
antenna_found_initial = 0
grt.total_usage_pct = 1.48

[synth]
syn_inst = 14
synth_seq_share_pct = 0
ys_area_um2 = 118
netlist.area_leader.share_pct = 68.1
ys_cells = 14
post_synth_num_cell_types = 2
yosysWarnings = 1
yosysMostFrequentCell = inv_1
synthesis.area_um2 = 118
ys_top_cells_by_count = inv_1, fa_1
yosysTopAreaCell = fa_1
yosys-top-cells-area = fa_1, inv_1
avgSynthCellArea_um2 = 8.40

[setup_path]
endpoint = cout
max_stage_delay_ns = 0.46
crit_slowest_cell = clkdlybuf4s50_1
crit_required_ns = 3.04
critPathLaunchType = primary input
path_class = primary input to primary output
crit_chain = clkdlybuf4s50_1, inv_1, fa_2, inv_2, fa_2, fa_2, inv_1, fa_2, inv_1, clkdlybuf4s50_1
crit_arrival_ns = 2.90
end_kind = primary output
timing.critical_path.mode_cell = fa_2
crit_start = a[0]
worstPathMaxFanout = 1

[floorplan]
coreArea_mm2 = 0.00342
die_h_um = 80
dieArea_mm2 = 0.00640
core_util_floorplan_pct = 3.44
ios = 14
die-width_um = 80
rows = 21

[power]
p_leak_nw = 0.150
ir_drop_v = 0.0000368
total_power_mw = 0.0376
power.density_mw_per_mm2 = 114

[worst_hold_path]
hp-class = primary input to primary output

[sta]
hold_viol_final = 0
relSlewSlack_pct = 92.9
layout_setup_ws_ns = 0.135
hold_slack_ns = 2.34
period_needed_ns = 3.66
setup_viol = 0
setup-tns-final_ns = 0
rsz0062_at_grt = false
report.final.slew_viol_count = 0
worst_slew_pin_slew_ns = 0.106
fmax_mhz = 273
fin_crit_sh_pct = 96.4

[clocking]
cts.hold.buffers_added = 0
post_cts_buffers = 0

-- what timing repair did --
action	4_1_cts	5_1_grt
pin swaps	2	3
gates resized	6	4
gates cloned	0	0
setup endpoints to repair	2	2
-- critical path, delay by kind of cell --
family / cells / cell delay, ns
adder cells (fa/ha/maj): 4 / 1.03
buffers and inverters: 6 / 1.13
-- layer usage --
layer	vias to the layer above	wire (µm)
met5	-	0
met4	0	0
met3	0	71
met2	13	143
met1	54	238
li1	60	-
-- cells by family (layout without fill, tap and decap cells) --
kind of cell | after synthesis | count (layout) | share of synthesized area (%)
buf+inv | 10 | 24 | 31.9
fa+ha+maj | 4 | 4 | 68.1
-- worst min path at each step --
stage,startpoint,end,slack (ns),cells after the start
after global routing,b[0],sum[0],2.38,5
after CTS,b[3],sum[3],2.46,5
final,b[0],sum[0],2.34,5
-- cell type report --
cell class,instances,share of cell area [%]
Tap cell,46,17.5
Inverter,10,11.4
Multi-Input combinational cell,4,27.4
Timing Repair Buffer,14,43.7
-- report_power, final --
group          leakage, nW  internal [mW]  switching, mW
clock                    0              0              0
combinational        0.150         0.0262         0.0114
sequential               0              0              0
-- cell usage in the layout, fill, tap and decap left out, drive strengths merged --
cell type,count
clkdlybuf4s50,11
inv,10
fa,4
dlymetal6s2s,2
dlygate4sd2,1
No activity file was given, so power comes from the tool's default toggle rates.
