**flow/config.mk**
```make
export PLATFORM = sky130hd
export DESIGN_NAME = mealy_10101
export DESIGN_NICKNAME = mealy_10101
export VERILOG_FILES = /design/flow/design.v
export SDC_FILE = /design/flow/constraint.sdc
export NUM_CORES = 4
export LEC_CHECK = 1
export CORE_AREA = 10 10 70 70
export DIE_AREA = 0 0 80 80
```
**flow/constraint.sdc**
```tcl
current_design mealy_10101

set clk_period 1.0
set clk_io_pct 0.2

create_clock -name clk0 -period $clk_period [get_ports {clk}]

set non_clock_inputs [all_inputs -no_clocks]
set_input_delay [expr $clk_period * $clk_io_pct] -clock clk0 $non_clock_inputs
set_output_delay [expr $clk_period * $clk_io_pct] -clock clk0 [all_outputs]
```
**flow/design.v**
```verilog
module mealy_10101(input clk , rst , din , output reg dout);
parameter
s0=3'd0,
s1=3'd1,
s2=3'd2,
s3=3'd3,
s4=3'd4;
reg [2:0] current_state , next_state;
always @(posedge clk or posedge rst) begin
if(rst)
current_state <= s0;
else
current_state <= next_state;
end
always @(*) begin
case(current_state)
s0: if(din) next_state = s1;
    else    next_state = s0;
s1: if(din) next_state = s1;
    else    next_state = s2;
s2: if(din) next_state = s3;
    else    next_state = s0;
s3: if(din) next_state = s1;
    else    next_state = s4;
s4: if(din) next_state = s3;
    else    next_state = s0;
default: next_state = s0;
endcase
end
always@(*) begin
dout=0;
case(current_state)
s4: dout= din? 1 :0;
endcase
end
endmodule
```
**flow/run.sh**
```bash
#!/bin/bash
# OpenROAD 26Q1-2900-gdf79404cd8, Yosys 0.63+post, stock flow scripts
make -C /OpenROAD-flow-scripts/flow DESIGN_CONFIG=/design/flow/config.mk WORK_HOME=/design/flow/orfs finish
```
==> Changelog: implementation <==
## Flow update

- Max FO, Critical Path: 2
- Crit path capture type: output port
- Mean area per synthesized cell: 13.4 um^2
- DRT antenna net count: 0
- Area post-placement: 277 um^2
- Pwr/cell area: 1650 mW/mm^2
- Fin worst setup slack: -38.5 ps
- Global-route wire length before repair: 648 um
- RSZ-0062 raised after global routing: yes
- Synthesis-to-layout area growth: 70.5%
- Crit-path slowest cell: dfrtp_1
- Chip Height: 80 um
- Synth top cell by count: dfrtp_1
- Clk root buf: clkbuf_4
- Max Root-Sink Buffers: 2
- Vias in the first global route: 139
- Leak Pwr: 0.126 nW
- Largest net degree at the start of global routing: 6
- Worst VDD drop: 0.264 mV
- Worst EP arrival: 840 ps
- # setup viols final: 1
- Clk ins delay skew pair: 240 ps
- Fp util: 5.09%
- Synthesized area: 174 um^2
- Worst endpoint required time: 800 ps
- Yosys warnings: 1
- Core Util, Final: 8.68%
- Total Routed Length: 352 um
- Met3 usage: 2.50%
- CTS tree: built
- Placed Instances: 64
- Slew Limit Fails: 0
- Total power: 0.490 mW
- Pre-CTS WS: -466 ps
- Largest area contributor in the netlist: dfrtp_1
- Max-Cap Viols: 0
- Fin crit period: 1040 ps
- Cell family with most CP delay: flip-flops
- YS chip area: 174 um^2
- Cell Type Count: 9
- Aggregate global routing overflow: 0
- Max Freq: 963 MHz
- Rel. slew slack: 88.0%
- Fin area: 297 um^2
- Met1 Track Usage GR: 1.48%
- Hold Crit Class: primary input to async pin
- MI comb area: 43.8 um^2
- Levels on crit path: 2
- Count of tool warnings: 27
- Initial antenna violation count: 0
- Post-Synthesis Cells: 13
- Crit start category: flip-flop
- Ys async rst share: 100%
- Core area: 0.00342 mm^2
- Max reg flops: 5
- Pre-antenna DRT Iters: 2
- Filler cell count: 400
- I/O Buffers: 3
- Fin crit share: 104%
- Top-area cell share: 57.6%
- Share of layout cells above drive strength 1: 31.8%
- Fin Hold WS: 155 ps
- Biggest regs: current_state x5
- Setup CP Type: flip-flop to output port
- # diodes: 0
- Clock sinks: 5
- Worst-Margin Slew: 180 ps
- H-tree depth: 1
- Main flop type: dfrtp_1
- Failing checks: setup timing
- Max incr delay on CP: 360 ps
- Wirelength per Cell: 5.18 um
- TritonCTS Buffers: 3
- Setup TNS: -38.5 ps
- Seq/Total Area, Yosys: 72.7%
- Ys cells: 13
- Largest Register: current_state
- Status: finished, violations left
- Total GRT Usage: 1.46%
- Rows: 21
- Flop and latch count out of synthesis: 5
- WP buf/inv: 1
- DR vias: 125
- Via-per-instance ratio: 1.84
- Clock skew: 5.43 ps
- Sequential standard cell area: 126 um^2
- DRC viols: 0
- Die outline width: 80 um
- GRT busiest layer: met3
- Met2 usage: 1.28%
- Top cells by area: dfrtp_1 (58%), dfstp_2 (15%), nor2b_1 (7.2%), o31a_1 (5.0%), o21a_1 (4.3%)
- Worst-path cell chain: and2_1, buf_2
- Most frequent cells after synthesis: dfrtp_1 (4), nor2b_1 (2)
- Hold Violations, Final: 0
- Num ports: 4
- Iter 0 DRT Violations: 9
- Post-synth EDFFs: 0
- Non-Filler Instances: 68
- Reg clk slew, reported paths: 40 ps
- Routability cong.: 0.703
- Die area: 0.00640 mm^2
- Hold_buf cts: 0
- Worst Reg-to-Reg Cells: 3
[layout make-up]
class / count / area share, %
flip-flops and latches: 5 / 42.6
well taps: 46 / 19.4
multi-input cells: 7 / 14.8
repair buffers: 5 / 13.1
clock buffers: 4 / 8.86
inverters: 1 / 1.27
[power by group]
| group | internal, mW | switching [mW] | total, mW |
|---|---|---|---|
| combinational | 0.0197 | 0.0139 | 0.0336 |
| sequential | 0.220 | 0.00681 | 0.226 |
| clock | 0.151 | 0.0796 | 0.230 |
| total | 0.390 | 0.100 | 0.490 |
[repair_timing]
| item | CTS | global route |
|---|---|---|
| gates resized | 4 | 0 |
| buffers inserted | 0 | 0 |
| pin swaps | 1 | 1 |
| endpoints found under the setup margin | 1 | 1 |
[routing by layer]
metal | vias up | share of wire [%]
met5 | - | 0
met3 | 0 | 24
li1 | 61 | -
met2 | 6 | 32
met4 | 0 | 0
met1 | 58 | 44
[path summary, 6_finish.rpt]
path	from	slack [ps]	endpoint
setup / recovery	current_state[1]	-40	dout
min in group clk0	din	360	current_state[0]
setup reg to reg	current_state[1]	190	current_state[0]
hold reg to reg	current_state[2]	480	current_state[4]
max in group asynchronous	rst	600	current_state[0]
hold / removal	rst	160	current_state[4]
[cells in the final DEF, fill, tap and decap left out, drive strengths merged]
cell           n
nor3           1
buf            3
and2           1
o31a           1
nor2           1
dlygate4sd2    1
dfrtp          4
o21a           1
nor2b          2
inv            1
clkbuf         4
clkdlybuf4s50  1
dfstp          1
[logic make-up after synthesis]
| kind of cell | synth area share (%) |
|---|---|
| AOI/OAI and AO/OA | 9.36 |
| buffers and inverters | 2.16 |
| DFF | 72.7 |
| and+or+nand+nor | 15.8 |
No activity file was given, so power comes from the tool's default toggle rates.
