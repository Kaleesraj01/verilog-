File: flow/config.mk
export PLATFORM = sky130hd
export DESIGN_NAME = simple_alu
export DESIGN_NICKNAME = simple_alu
export VERILOG_FILES = /design/flow/design.v
export SDC_FILE = /design/flow/constraint.sdc
export NUM_CORES = 4
export LEC_CHECK = 1
export CORE_AREA = 10 10 70 70
export DIE_AREA = 0 0 80 80
File: flow/constraint.sdc
current_design simple_alu

set clk_period 5.5
set clk_io_pct 0.2

create_clock -name clk0 -period $clk_period

set non_clock_inputs [all_inputs -no_clocks]
set_input_delay [expr $clk_period * $clk_io_pct] -clock clk0 $non_clock_inputs
set_output_delay [expr $clk_period * $clk_io_pct] -clock clk0 [all_outputs]
File: flow/design.v
module simple_alu(
input [3:0] a,b,
input [2:0] op,
output reg [3:0] result
);
always @(*) begin
result = 0;
case(op)
3'b000: result = a + b;
3'b001: result = a - b;
3'b010: result = a & b;
3'b011: result = a | b;
3'b100: result = a ^ b;
3'b101: result = a << 1;
3'b110: result = a >> 1;
3'b111: result = ~a;
default: result = 4'b0000;
endcase
end
endmodule
File: flow/run.sh
#!/bin/bash
# OpenROAD 26Q1-2900-gdf79404cd8, Yosys 0.63+post, stock flow scripts
make -C /OpenROAD-flow-scripts/flow DESIGN_CONFIG=/design/flow/config.mk WORK_HOME=/design/flow/orfs finish
==> impl_results.rst <==
Physical design figures
=======================

.. list-table::
   :header-rows: 1

   * - Metric
     - Value
   * - Run status
     - finished, final reports clean
   * - Count of endpoints failing setup in the final report
     - 0
   * - Floorplan Utilization
     - approximately 15%
   * - Power density over the cells
     - approximately 80 nW/um^2
   * - Combinational gate area
     - between 400 and 500 sq um
   * - Number of filler cells placed in the layout
     - roughly 390
   * - Die Height
     - around 80 um
   * - Type of the worst min-delay path
     - primary input to output port
   * - Post-synth top area cell
     - ha_1
   * - Critical path startpoint category
     - primary input
   * - Yosys top cell area share
     - 28.8%
   * - Crit path cell chain
     - clkdlybuf4s50_1 > nor3b_1 > mux2_2 > inv_1 > ha_1 > nor2b_1 > o21a_1 > a211o_1 > a31oi_1 > clkdlybuf4s50_1
   * - Vias in the first global route
     - slightly above 500
   * - Hold buffers post-CTS
     - 0
   * - Total of warnings raised by yosys
     - 1
   * - Vias per Instance
     - 4.04
   * - Critical path data required time
     - 4400 ps
   * - First-pass GRT wire length
     - around 2300 um
   * - Count of pins on the block boundary
     - 15
   * - Top cells by area in the synthesized netlist
     - ha_1 (29%), inv_1 (8.6%), o21ai_0 (6.7%)
   * - Via count
     - 546
   * - Sequential cell area
     - 0 sq um
   * - Antenna violations before repair
     - 0
   * - Number of flip-flops and latches
     - 0
   * - Final worst path period need
     - about 5000 ps
   * - Fmax achieved
     - 201 MHz
   * - Register share after synthesis
     - 0%
   * - Die x size
     - approximately 80 um
   * - Worst relative slew slack
     - ~70%
   * - CP Capture Type
     - output port
   * - PostCTS Resize Cnt
     - 0
   * - Die footprint
     - ~6400 sq um
   * - Buffer-and-inverter tally for the worst setup path
     - 3
   * - DRC
     - 0
   * - Cells after synthesis
     - 74
   * - CP Max Fanout
     - 4
   * - Fin util
     - 21.7%
   * - Total tool warning count
     - 37
   * - Cycle use final
     - between 90% and 100%
   * - Per-instance average area after synthesis
     - between 7 and 8 sq um
   * - Max capacitance violation total
     - 0
   * - Fraction of layout instances using a drive strength above 1
     - under 10%
   * - RePlAce Congestion
     - 0.873
   * - Leak Pwr
     - about 0.33 nW
   * - Stage delay of the slowest cell on the critical path
     - just under 500 ps
   * - Slew at the pin with the worst max-slew slack
     - 445 ps
   * - Total count of max-transition violations in the final report
     - 0
   * - Cell type with the highest occurrence count on the critical path
     - clkdlybuf4s50_1
   * - Synthesized chip area reported by yosys
     - 522 sq um
   * - Setup TNS Final
     - 0 ps
   * - Global router's overall resource usage
     - 4.23%
   * - Routed WL per cell
     - about 10 um
   * - Relative area change from synthesis to final layout
     - 42.0%
   * - Max VDD drop
     - approximately 0.014 mV
   * - Postcts setup bufs
     - 0
   * - Setup repair after global routing missed its margin
     - no
   * - Detailed-routing iteration count for the pre-antenna-repair pass
     - 4
   * - Antenna Cells
     - 0
   * - Placement row count
     - 21
   * - Number of port buffers
     - 15
   * - Arr. time, crit path
     - 3880 ps
   * - Synthesized cell area
     - 522 sq um
   * - Final hold violations
     - 0
   * - Iteration-0 DRC Markers
     - about 45
   * - Family of cells with the greatest summed delay on the critical path
     - buffers and inverters
   * - Total wire length after detailed routing
     - 1380 um
   * - Residual overflow from global routing
     - 0
   * - Number of clock buffer instances in the layout
     - 0
   * - Largest net degree at the start of global routing
     - 16
   * - Ys cells
     - 74
   * - Placeable core area
     - roughly 3400 sq um
   * - Remaining number of nets flagged by the antenna check after routing
     - 0
   * - Tally of unique sky130hd cells used after synthesis
     - 28
   * - Standard cell with the maximum stage delay on the critical path
     - clkdlybuf4s50_1
   * - Category of the most critical setup path
     - primary input to output port
   * - HPWL after DPL
     - 1220 um
## synth_stat cells, types with 2 or more instances
cell type and instances:
nor3b_1 2, o21ai_0 7, nand2_1 3, clkbuf_1 3, inv_1 12, xnor2_1 2, o211ai_1 2, a221oi_1 2
ha_1 12, nor2_1 6, mux2_2 2, nand3_1 4, nand3b_1 2
## metrics by stage
| stage | worst slack [ps] | cell area, sq um | power [mW] | cells | hold slack (ps) |
|---|---|---|---|---|---|
| after floorplan | 1670 | 522 | 0.0318 | 74 | 2360 |
| after global placement | 573 | 741 | 0.0587 | 135 | 3370 |
| after detailed placement | 536 | 741 | 0.0597 | 135 | 3370 |
| after CTS | 524 | 741 | 0.0601 | 135 | 3370 |
| after global routing | 397 | 741 | 0.0670 | 135 | 3430 |
| final | 524 | 741 | 0.0591 | 135 | 3340 |
## cells in the final DEF (no fill, tap or decap), drive strengths merged
cell type	n
a211o	1
a211oi	1
a21o	1
a21oi	1
a221o	1
a221oi	2
a31oi	1
a32oi	1
buf	3
clkdlybuf4s50	15
fa	1
ha	12
inv	12
mux2	2
nand2	3
nand3	4
nand3b	2
nor2	6
nor2b	1
nor3	1
nor3b	2
o211ai	2
o21a	1
o21ai	7
o311ai	1
o31ai	1
or3	1
xnor2	2
xor2	1
## routing by layer
layer | routed length (um) | global-route usage (%) | share of wire, % | vias up
li1 | - | - | - | 293
met1 | 648 | 5.42 | 47 | 247
met2 | 673 | 7.46 | 49 | 6
met3 | 62 | 0.909 | 4.5 | 0
met4 | 0 | 0 | 0 | 0
met5 | 0 | 0 | 0 | -
## cell type report
type | instances | share of cell area (%)
multi-input combinational | 59 | 62.8
tap | 46 | 7.77
timing repair buffer | 18 | 23.3
inverter | 12 | 6.08
## final timing paths
path / slack, ps / start / cells past startpoint / endpoint
worst max-delay path: 520 / op[0] / 10 / result[3]
worst min-delay path: 3340 / a[0] / 5 / result[0]
## where the power goes
part,switching [mW],internal (mW)
Sequential,0,0
Combinational,0.0262,0.0329
Clock,0,0
## logic make-up (layout without fill, tap and decap cells)
logic type	after synthesis	count (layout)	share of synthesized area (%)
muxes	2	2	4.32
buffers and inverters	15	30	10.8
and+or+nand+nor	20	20	19.4
AOI/OAI and AO/OA	21	21	27.8
xor gates and xnor gates	3	3	5.04
adders and majority gates	13	13	32.6
Power and IR drop assume default switching activity.
